==> flow/design.v <==
module REG_FILE #(
    parameter DWIDTH = 32,
    parameter MDEPTH = 32,
    parameter AWIDTH = 5 
)  (
    input wire CLK,
    input wire WE,
	input wire RST,
    input wire [AWIDTH-1:0] RA1, RA2, WA,
    input wire [DWIDTH-1:0] WD,
    output wire [DWIDTH-1:0] RD1, RD2
);
    reg [DWIDTH -1:0] RF [MDEPTH-1:0];
    assign RD1 = RF[RA1];
    assign RD2 = RF[RA2];
    initial
    begin
	    RF[0] = {32{1'b0}};
      RF[2] = 32'b00000000_00000000_00001111_00000000;
      RF[3] = 32'b00000000_00000000_00000001_00000000;
    end
    always @(posedge CLK)
	begin
        if(WE && (WA != {AWIDTH{1'b0}}))
		begin
            RF[WA] <= WD;
    	end
		else if (RST)
    	begin
     	 RF[0] <= 32'b0;
     	 RF[2] <= 32'hF00;
     	 RF[3] <= 32'h100;
    	end
		else
		begin
            RF[WA] <= RF [WA];
        end
    end
endmodule
==> flow/run.sh <==
#!/bin/bash
# OpenROAD 26Q1-2900-gdf79404cd8, Yosys 0.63+post, stock flow scripts
make -C /OpenROAD-flow-scripts/flow DESIGN_CONFIG=/design/flow/config.mk WORK_HOME=/design/flow/orfs finish
==> flow/config.mk <==
export PLATFORM = sky130hd
export DESIGN_NAME = REG_FILE
export DESIGN_NICKNAME = REG_FILE
export VERILOG_FILES = /design/flow/design.v
export SDC_FILE = /design/flow/constraint.sdc
export NUM_CORES = 4
export LEC_CHECK = 1
export CORE_UTILIZATION = 40
==> flow/constraint.sdc <==
current_design REG_FILE

set clk_period 6.0
set clk_io_pct 0.2

create_clock -name clk0 -period $clk_period [get_ports {CLK}]

set non_clock_inputs [all_inputs -no_clocks]
set_input_delay [expr $clk_period * $clk_io_pct] -clock clk0 $non_clock_inputs
set_output_delay [expr $clk_period * $clk_io_pct] -clock clk0 [all_outputs]
==> flow_summary.json <==
{
  "outcome": "finished, final reports clean",
  "clkTransAtPathRegs_ns": 0.06,
  "die_area_sq_um": 123000,
  "edf_count": 928,
  "slew_headroom": 0.379,
  "crit_fanout": 38,
  "rows": 127,
  "worstPathArrival_ns": 4.11,
  "worstMarginPinSlew_ns": 0.930,
  "clockBufferDepth": 3,
  "maxSlewViolCount": 0,
  "start_kind": "input pin",
  "tool_warnings": 26,
  "ys.flops": 1024,
  "gp_congestion": 0.884,
  "period_needed_ns": 5.31,
  "dp_cells": 5259,
  "fmax_mhz": 188,
  "ys.flop_type": "edfxtp_1",
  "drv_cap": 0,
  "drt-wirelength-per-cell_microns": 28.3,
  "peakVddDrop_uv": 242,
  "top_regs": "RF x1024",
  "placed_area_sq_um": 52600,
  "coreArea_sq_um": 120000,
  "critPathRequiredTime_ns": 4.80,
  "n_antenna_cell": 0,
  "fp_util": 0.404,
  "postSynthCellCount": 3641,
  "yosysWarnings": 1,
  "largest_reg_flops": 1024,
  "grt_max_degree": 63,
  "crit_buf_inv": 3,
  "die_w_microns": 350,
  "final_layout_size_suffix_gt1_frac": 0.0978,
  "utilization": 0.466,
  "tritoncts": "built",
  "synth_cell_type_count": 25,
  "final_cells": 5457,
  "drtIter0Drc": 1943,
  "grt_first_pass_wirelength_microns": 222000,
  "ys_area_sq_um": 48600,
  "path_delay_family": "buffers and inverters",
  "cts_hold_buffers": 0,
  "pin_count": 114,
  "cts_root_buf": "clkbuf_16",
  "grt.total_usage": 0.269,
  "cp-end-kind": "primary output",
  "setup_tns_ns": 0,
  "cts_setup_buffers": 0,
  "hold_viol_final": 0,
  "critPathKind": "input pin to primary output",
  "dp_slack_ns": 0.773,
  "fin_crit_sh": 0.884,
  "rsz0062_at_grt": "no",
  "finalSetupViolations": 0,
  "drt_wl_total_microns": 154000,
  "gr-total-overflow": 0,
  "final_area_sq_um": 56000,
  "reg2reg_setup_slack_ns": 5.35,
  "netlist_area_sq_um": 48600,
  "worst_skew_pair.late_latency_ns": 0.66,
  "slowest_stage": "and2_4",
  "grt_pass1_vias": 32900,
  "htreeDepth": 3,
  "drt_first_pass_iters": 6,
  "vias": 32100,
  "power.leakage_nw": 20.6,
  "vias_per_cell": 5.88,
  "hp-class": "flip-flop to flip-flop",
  "final_antenna_net_count": 0,
  "max_stage_delay_ns": 0.70,
  "cts_resized": 0,
  "powerDensity_nw_per_um2": 282,
  "ys_seq_frac": 0.614,
  "antenna_found_initial": 3,
  "synth_area_per_cell_sq_um": 13.3,
  "crit_chain": "clkdlybuf4s50_1, and2_4, buf_12, a22oi_1, a31oi_1, nand3_1, clkdlybuf4s50_1",
  "portBuffers": 113,
  "syn_to_final_growth_pct": 15.3,
  "synth-async-reset-ratio": 0,
  "top_register": "RF",
  "postLayoutSetupSlackWorst_ns": 0.695,
  "dp_hpwl_microns": 89500,
  "drcViolationCount": 0,
  "cts.sinks": 1024,
  "cts_buffers": 106,
  "ys_cells": 3641,
  "fin_skew_ns": 0,
  "crit_top_cell": "clkdlybuf4s50_1",
  "die_h_microns": 350
}
cells by family (layout without fill, tap and decap cells):
logic type	after synthesis	in the layout	share of synthesized area
mux	1024	1024	0.211
simple gates	678	678	0.0625
buf+inv	279	483	0.0257
compound gates	636	636	0.0872
flops	1024	1024	0.614
worst paths after layout:
check	startpoint	to	cells past startpoint
worst max register to register	RF[3][16]$_SDFFE_PP0P_	RF[3][16]$_SDFFE_PP0P_	2
worst min-delay path	RF[2][30]$_SDFFE_PP0P_	RF[2][30]$_SDFFE_PP0P_	2
worst min register to register	RF[2][30]$_SDFFE_PP0P_	RF[2][30]$_SDFFE_PP0P_	2
worst max-delay path	RA2[2]	RD2[25]	7
cells in the final DEF, fill, tap and decap left out:
master,instances
nand3_1,199
nand2b_2,5
or3b_2,2
or2_2,3
clkdlybuf4s50_1,111
nor2_1,1
and2_2,1
mux2i_1,1024
o31ai_2,1
buf_8,2
clkinv_1,17
and2_4,2
clkbuf_16,110
or4b_2,1
inv_6,2
and2_1,32
a31oi_1,64
buf_4,125
nor2_4,33
a21oi_1,251
nand2_1,321
a22o_1,128
clkinv_2,19
clkbuf_1,35
nor2b_4,4
nand3b_1,5
buf_12,47
clkbuf_8,10
dfxtp_1,96
edfxtp_1,928
bufinv_16,5
nor3_1,65
nand2_2,3
or3_4,1
a22oi_1,192
synth_stat cells (2+ instances only):
master,n,area (sq um)
mux2i_1,1024,10200
edfxtp_1,928,27900
nand2_1,324,1220
a21oi_1,251,1260
nand3_1,199,996
a22oi_1,192,1440
buf_2,135,676
a22o_1,128,1120
clkbuf_1,117,439
dfxtp_1,96,1920
nor3_1,65,325
a31oi_1,64,400
and2_1,35,219
nor2_1,34,128
buf_1,21,78.8
nand2b_1,5,31.3
nand3b_1,5,37.5
buf_4,4,30.0
nor2b_1,4,25.0
or2_2,3,18.8
buf_6,2,22.5
or3b_2,2,17.5
cell type report:
cell class	count	area [sq um]
multi-input combinational	2338	17800
clock inverter	43	327
tap	1612	2020
timing repair buffer	285	3020
clock buffer	155	3020
sequential	1024	29800
fill	10500	64100
worst min-delay path: cells and delay by family (launching register included):
family,cells,cell delay [ns]
AND-OR/OR-AND,1,0.05
AND/OR/NAND/NOR,1,0.05
flip-flops,1,0.32
stage by stage:
| step | hold slack (ns) | power (W) |
|---|---|---|
| floorplan | 0.446 | 0.00885 |
| global placement | 0.454 | 0.00956 |
| detailed placement | 0.463 | 0.00956 |
| CTS | 0.472 | 0.0159 |
| global route | 0.486 | 0.0163 |
| finish | 0.468 | 0.0158 |
layer usage:
metal	vias to the layer above	wire length (microns)	track usage
li1	14400	-	-
met1	15900	57600	0.350
met2	1555	70900	0.400
met3	304	20400	0.149
met4	4	5520	0.0776
met5	-	27	0
where the power goes:
group	switching, W	internal, W
Combinational	0.000924	0.000596
Sequential	0.0000369	0.00786
Clock	0.00271	0.00368
Total	0.00367	0.0121
Power figures rest on the tool's default switching activity, not on a simulated workload.
